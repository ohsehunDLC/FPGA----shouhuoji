`config.mk`:
```
export PLATFORM = sky130hd
export DESIGN_NAME = SEG7_LUT
export DESIGN_NICKNAME = SEG7_LUT
export VERILOG_FILES = /design/flow/design.v
export SDC_FILE = /design/flow/constraint.sdc
export NUM_CORES = 4
export LEC_CHECK = 1
export CORE_AREA = 10 10 70 70
export DIE_AREA = 0 0 80 80
```
`constraint.sdc`:
```
current_design SEG7_LUT

set clk_period 1.7
set clk_io_pct 0.2

create_clock -name clk0 -period $clk_period

set non_clock_inputs [all_inputs -no_clocks]
set_input_delay [expr $clk_period * $clk_io_pct] -clock clk0 $non_clock_inputs
set_output_delay [expr $clk_period * $clk_io_pct] -clock clk0 [all_outputs]
```
`design.v`:
```
module SEG7_LUT	(	oSEG,iDIG	);
    input	[3:0]	iDIG;
    output	[6:0]	oSEG;
    reg		[6:0]	oSEG;
    always @(iDIG)
    begin
        case(iDIG)
            4'h1:
                oSEG = 7'b1111001;	 
            4'h2:
                oSEG = 7'b0100100; 	 
            4'h3:
                oSEG = 7'b0110000; 	 
            4'h4:
                oSEG = 7'b0011001; 	 
            4'h5:
                oSEG = 7'b0010010; 	 
            4'h6:
                oSEG = 7'b0000010; 	 
            4'h7:
                oSEG = 7'b1111000; 	 
            4'h8:
                oSEG = 7'b0000000; 	 
            4'h9:
                oSEG = 7'b0011000; 	 
            4'ha:
                oSEG = 7'b0001000;
            4'hb:
                oSEG = 7'b0000011;
            4'hc:
                oSEG = 7'b1000110;
            4'hd:
                oSEG = 7'b0100001;
            4'he:
                oSEG = 7'b0000110;
            4'hf:
                oSEG = 7'b0001110;
            4'h0:
                oSEG = 7'b1000000;
        endcase
    end
endmodule
```
`run.sh`:
```
#!/bin/bash
# OpenROAD 26Q1-2900-gdf79404cd8, Yosys 0.63+post, stock flow scripts
make -C /OpenROAD-flow-scripts/flow DESIGN_CONFIG=/design/flow/config.mk WORK_HOME=/design/flow/orfs finish
```
==> out/summary.txt <==
port bufs - 11
largest net degree at the start of global routing - 7
vias per cell - 3.09
Tool Warnings - 38
Synth Cell Area - 255 um2
GR Util met3 - 0
CP peak stage delay - 240 ps
Finished Layout Cells - 103
CP arrival - 1310 ps
Initial DRC Count - 9
Critical Path End Type - output port
die area - 6400 um2
Post-DP HPWL - 708 um
grt peak-use layer - met2
met1 GRT Util - 0.0343
Row Count - 21
core area - 3420 um2
share of cells above drive strength 1 - 0.544
FF/Latch Area - 0 um2
GPL Wtd Cong - 0.669
global-route wire length before repair - 1.51 mm
syn_area_per_cell - 7.51 um2
area delta synth->final - 134%
RSZ-0062 raised after global routing - false
Flop Count - 0
Hold Fails Final Rpt - 0
YS chip area - 255 um2
largest fanout on the critical path - 5
FMAX - 0.605 GHz
CLK BUF - 0
Final setup viols - 0
Inst Count DP - 99
Final min period - 1650 ps
DRC errors left - 0
critical path startpoint category - input port
warnings from Yosys - 1
all-layer global routing usage - 0.0277
post-layout period usage - 0.972
initial antenna violation count - 0
Setup TNS Final - 0 ps
DR WL/cell - 8.97 um
# Max-Cap Violations - 0
worst hold-check path type - input port to output port
synthesized instance count - 34
Placement Cell Area - 483 um2
Unique cell types - 19
Pins Over Slew Limit - 0
Final ANT Viol Nets - 0
GR Util met2 - 0.0546
fill count - 385
Setup CP Type - input port to output port
fp_density - 0.0747
Rel. slew slack - 0.888
chip height - 80 um
leak pwr - 0.288 nW
Yosys Instances - 34
slowest CP cell - dlygate4sd2_1
power per standard cell area - 218 nW/um2
fin area - 597 um2
CTS Hold Bufs - 0
Die Wd - 80 um
Congestion Overflow GR - 0
final WL - 924 um
via count - 318
Slew @ Worst Pin - 163 ps
worst path cell trace - buf_6, inv_4, ha_4, nand2b_4, o21ai_1, a32o_1, dlygate4sd2_1
Top-Level Pins - 11
crit path DRT - 1360 ps
Pre-antenna DRT Iters - 2
maximum VDD drop - 0.0324 mV
Ant. Diodes - 0
Post-synth seq share - 0
Tot Pwr - 0.130 mW
vias in the first global route - 328
status - finished clean
==> cells in the mapped netlist, types with 2 or more instances <==
cell | n | area, um2
nor2_1 | 3 | 11.3
mux2i_1 | 3 | 30.0
inv_1 | 3 | 11.3
o21ai_0 | 3 | 15.0
a22o_1 | 2 | 17.5
nand2b_1 | 2 | 12.5
ha_1 | 6 | 75.1
==> layout by cell type (no fill, tap or decap), types with 2 or more instances in the layout <==
cell type       count
o21ai_1             3
ha_1                2
a22o_1              2
buf_2               2
nor2_1              2
dlygate4sd2_1       4
ha_4                4
dlymetal6s2s_1      2
nor2_2              2
buf_4               9
buf_6               7
nand2b_4            2
mux2i_1             3
==> per-layer routing <==
metal  vias to the layer above  wire (um)
met2                         3        518
met5                         -          0
met4                         0          0
met3                         0          2
li1                        167          -
met1                       148        403
==> worst paths after layout <==
check	depth (start not counted)	slack (ps)	from	to
min	4	1180	iDIG[3]	oSEG[6]
max	7	50	iDIG[0]	oSEG[1]
==> cell type report <==
type / instances / area [um2] / area share
Inverter: 3 / 18.8 / 0.0314
Multi-Input combinational cell: 29 / 299 / 0.501
Tap cell: 46 / 57.6 / 0.0964
Timing Repair Buffer: 25 / 221 / 0.371
==> kinds of logic (layout without fill, tap and decap cells) <==
kind of cell	Yosys count	after routing	synth area share
simple gates	10	10	0.211
mux	4	4	0.162
buf+inv	5	28	0.103
compound gates	9	9	0.230
fa+ha+maj	6	6	0.294
==> worst max-delay path, delay by kind of cell <==
| family | cells | cell delay (ps) |
|---|---|---|
| adder cells (fa/ha/maj) | 1 | 210 |
| buffers and inverters | 3 | 430 |
| AND-OR/OR-AND | 2 | 260 |
| AND/OR/NAND/NOR | 1 | 70 |
==> report_power, final <==
part	switching (mW)	internal [mW]	leakage, nW
combinational	0.0520	0.0784	0.288
clock	0	0	0
sequential	0	0	0
total	0.0520	0.0784	0.288
==> what timing repair did <==
action,CTS,global route
setup buffers,4,0
resized,42,9
pin swaps,5,2
cloned,0,0
endpoints found under the setup margin,7,5
==> stage by stage <==
| step | setup WS [ps] | utilization | hold slack [ps] |
|---|---|---|---|
| 2_1_floorplan | 287 | - | 780 |
| 3_3_place_gp | -782 | 0.141 | 1760 |
| 3_5_place_dp | -778 | 0.141 | 1760 |
| 4_1_cts | -122 | 0.171 | 1250 |
| 5_1_grt | 5.00 | 0.175 | 1240 |
| 6_report | 47.9 | 0.175 | 1180 |
Power is estimated from default activity; no workload was simulated.
