===== /design/flow/config.mk =====
export PLATFORM = sky130hd
export DESIGN_NAME = control
export DESIGN_NICKNAME = control
export VERILOG_FILES = /design/flow/design.v
export SDC_FILE = /design/flow/constraint.sdc
export NUM_CORES = 4
export LEC_CHECK = 1
export CORE_UTILIZATION = 30

===== /design/flow/constraint.sdc =====
current_design control

set clk_period 6.8
set clk_io_pct 0.2

create_clock -name clk0 -period $clk_period [get_ports {clk}]

set non_clock_inputs [all_inputs -no_clocks]
set_input_delay [expr $clk_period * $clk_io_pct] -clock clk0 $non_clock_inputs
set_output_delay [expr $clk_period * $clk_io_pct] -clock clk0 [all_outputs]

===== /design/flow/design.v =====
`timescale 1ns / 1ps
module control(
input	clk,		 
input	rst_n,
input	key1,	 
input	key2,	 
output	reg[5:0] led,
output	[3:0] money_shi, money_ge
    );
reg	[7:0]	money;	
always@(posedge clk or negedge rst_n)
begin
if(!rst_n)
	money <= 0;
else if(key1)
	money <= money + 5;	 
else if(key2)
	money <= money + 10; 
end	
assign money_shi = money/10;		 
assign	money_ge = money%10;		 
reg	key1_r,key2_r;	
always@(posedge clk or negedge rst_n)
begin
if(!rst_n)
	begin
	key1_r <=0;
	key2_r <=0;
	end
else
	begin
	key1_r <=key1;
	key2_r <=key2;
	end
end	
parameter time_1s = 50_000_000;
reg	[27:0]	cnt_1s;
wire	time_1s_flag; 
always@(posedge clk or negedge rst_n)
begin
if(!rst_n)
	cnt_1s <= 0;
else if(cnt_1s == time_1s-1)
	cnt_1s <=0;
else
	cnt_1s <= cnt_1s + 1'b1;
end
assign time_1s_flag = (cnt_1s == time_1s-1);
reg	[1:0]	state;
reg	[2:0]	cnt;
always@(posedge clk or negedge rst_n)
begin
if(!rst_n)
	begin
	led <=0;
	state <=0;
	cnt <=0;
	end
else 
	case(state)
		2'd0:
			begin
			if(key1_r | key2_r)
				begin
				if(money >= 25)
					begin
					state <= 2'd1;
					led <= 6'b000001;
					end
				end
			end
		2'd1: 
			begin
			if(time_1s_flag)
				begin
				led <= led <<1;
				if(cnt == 5)
					begin
					cnt <= 0;
					if(money >25)
						begin
						state <=2;
						led <= 6'b100000;
						end
					else
						state <=3;
					end
				else
					cnt <= cnt + 1'b1;
				end
			end
		2'd2: 
			begin
			if(time_1s_flag)
				begin
				led <= led >>1;
				if(cnt == 5)
					begin
					cnt <= 0;
					state <=3;
					end
				else
					cnt <= cnt + 1'b1;
				end
			end
		2'd3: 
			begin
			led <= 6'b000000;
			state <= state;
			end
	endcase
end
endmodule

===== /design/flow/run.sh =====
#!/bin/bash
# OpenROAD 26Q1-2900-gdf79404cd8, Yosys 0.63+post, stock flow scripts
make -C /OpenROAD-flow-scripts/flow DESIGN_CONFIG=/design/flow/config.mk WORK_HOME=/design/flow/orfs finish

==> flow_metrics.tcl <==
# collected from the flow reports
set metrics [dict create \
    dpl.hpwl_um 5927 \
    fin_skew_ps 7.705 \
    clockBufferDepth 2 \
    areaGrowthSynthToFinish_pct 18.09 \
    syn_avg_cell_area_um2 8.642 \
    layout-drive-gt1-share 0.1545 \
    fp_util 0.3121 \
    netlist_area_um2 3811 \
    synth_seq_share 0.3352 \
    vias 3277 \
    maxSlewHeadroom 0.5410 \
    top_cell "nand2_1" \
    clk_pin_slew_ps 70 \
    ys.flop_type "dfrtp_1" \
    ff_latch_area_um2 1277 \
    fmax_ghz 0.1523 \
    hold_viol 0 \
    worstMarginPinSlew_ps 683.2 \
    root_buffer "clkbuf_16" \
    ios 18 \
    yosys_warnings 1 \
    top_cell_area_share 0.3283 \
    drt-wirelength-per-cell_um 13.28 \
    edf_count 0 \
    rsz0062_at_grt "false" \
    cts_sinks 51 \
    max_cap_violations 0 \
    antenna_left 0 \
    coreArea_um2 12210 \
    grt_max_degree 52 \
    antenna_cells 0 \
    worstPathRequired_ps 5440 \
    clkLatencyLatePin_ps 280 \
    die.size.y_um 114.7 \
    synthCells 441 \
    wl_um 8422 \
    yosys_area_um2 3811 \
    post-route-drc-count 0 \
    numCtsBuffers 5 \
    min_period_ps 6565 \
    finish.utilization 0.3685 \
    overflow 0 \
    synth_flops 51 \
    worstSetupPathType "flop to primary output" \
    drv_slew 0 \
    synthArstFlopShare 1.000 \
    grt_pass1_vias 3010 \
    synth_stat.cells 441 \
    cts_tree "done" \
    log.warning_count 33 \
    hold_path_class "flop to flop" \
    gp_congestion 0.9036 \
    arrival_ps 5210 \
    h-tree-depth 2 \
    status "finished clean" \
    comb_area_um2 2464 \
    grt.total_usage 0.1358 \
    std_cell_rows 40 \
    yosys-top-cells-area "dfrtp_1 33%, xnor2_1 6.2%, nand2_1 5.1%, nor2_1 4.4%, xor2_1 4.1%" \
    synth.top_cells.by_count "52 x nand2_1, 50 x dfrtp_1, 45 x nor2_1" \
    endpoint_kind "primary output" \
    dieArea_um2 13160 \
    die_w_um 114.7 \
    nFillCells 1247 \
    via_per_inst 5.169 \
    firstDrtPassIters 5 \
    yosysUniqueCellTypes 80 \
    drt_iter0_drc 303 \
    fin_crit_sh 0.9655 \
    crit_fanout 7 \
    finalSetupViolCount 0 \
    grt_antenna_before_repair 0 \
    numPortBuffers 17 \
    finalSetupTns_ps 0 \
    top_area_cell "dfrtp_1" \
    grt_pass1_wl_um 14630 \
    startpoint_type "flop" \
]
per-stage QoR:
step                      area (um2)  worst slack (ps)  instances  hold slack, ps
after floorplan                 3811             415.5        441           442.6
after global placement          4192             213.2        619           459.8
after detailed placement        4192             131.5        619           465.9
after CTS                       4398             48.57        631           486.3
after global routing            4501             10.41        634           500.3
final                           4501             234.7        634           482.3
area by class of cell:
class / count / area share
clock buffer: 7 / 0.03392
clock inverter: 1 / 0.001668
inverter: 15 / 0.01307
multi-input combinational: 353 / 0.5474
sequential: 51 / 0.2838
tap: 168 / 0.04671
timing repair buffer: 39 / 0.07339
repair_timing:
| item | 4_1_cts | 5_1_grt |
|---|---|---|
| gates resized | 5 | 15 |
| hold buffers | 0 | 0 |
| pin swaps | 4 | 10 |
| setup endpoints to repair | 3 | 3 |
| endpoints found under the hold margin | 0 | 0 |
| setup buffers | 4 | 3 |
worst max-delay path: stages, from the launching register on:
cell,delay [ps]
dfrtp_1,390
inv_4,70
ha_4,180
or4b_1,540
nand2_1,80
nand2_1,80
ha_4,260
nand2b_1,180
a211o_1,330
or2_4,270
a211oi_4,340
o221a_4,270
a21oi_1,90
o31a_1,320
a22o_1,220
a32o_1,280
o221ai_4,220
a211oi_2,110
o221ai_1,200
clkdlybuf4s50_1,490
worst paths after layout:
kind | slack (ps) | endpoint | depth (start not counted) | from
max | 230 | money_ge[3] | 19 | money[1]
min | 480 | cnt_1s[4] | 1 | cnt_1s[4]
max reg2reg | 4480 | led[1] | 8 | cnt_1s[2]
min reg2reg | 480 | cnt_1s[4] | 1 | cnt_1s[4]
max in group asynchronous | 5170 | state[2] | 2 | rst_n
min in group asynchronous | 1190 | cnt_1s[7] | 2 | rst_n
kinds of logic (layout without fill, tap and decap cells):
kind of cell,count (synthesis),count (layout),synth area share
xor+xnor,45,45,0.1034
buf+inv,37,62,0.04465
compound gates,111,111,0.2282
simple gates,182,182,0.2413
flops,51,51,0.3352
mux,3,3,0.007880
fa+ha+maj,12,12,0.03939
state kept, by name, indices dropped and copies added (netlist names):
| signal | count |
|---|---|
| money | 8 |
| key1_r | 1 |
| cnt_1s | 28 |
| led | 6 |
| key2_r | 1 |
| state | 4 |
| cnt | 3 |
cell usage in the layout (no fill, tap or decap), types with 5 or more instances in the layout:
cell,Yosys,layout
a21oi_1,18,18
buf_4,3,22
clkbuf_16,0,5
clkdlybuf4s50_1,0,16
dfrtp_1,50,50
ha_1,12,9
inv_1,13,12
nand2_1,52,51
nand2b_1,12,12
nand3_1,18,18
nand4_1,5,5
nor2_1,45,44
nor2b_1,6,6
nor3_1,10,10
o21ai_0,26,26
xnor2_1,27,27
xor2_1,18,18
layer usage:
metal	GRT usage	routed length, um	up-vias	part of all wire
met1	0.2086	4179	1583	0.50
met2	0.2194	3958	63	0.47
met3	0.01348	251	2	0.030
li1	-	-	1629	-
met4	0.01212	33	0	0.0039
met5	0	0	-	0
